**/design/flow/run.sh**
```bash
#!/bin/bash
# OpenROAD 26Q1-2900-gdf79404cd8, Yosys 0.63+post, stock flow scripts
make -C /OpenROAD-flow-scripts/flow DESIGN_CONFIG=/design/flow/config.mk WORK_HOME=/design/flow/orfs finish
```
**/design/flow/config.mk**
```make
export PLATFORM = sky130hd
export DESIGN_NAME = cpu
export DESIGN_NICKNAME = cpu
export VERILOG_FILES = /design/flow/design.v
export SDC_FILE = /design/flow/constraint.sdc
export NUM_CORES = 4
export LEC_CHECK = 1
export CORE_UTILIZATION = 50
```
**/design/flow/constraint.sdc**
```tcl
current_design cpu

set clk_period 6.6
set clk_io_pct 0.2

create_clock -name clk0 -period $clk_period [get_ports {clock}]

set non_clock_inputs [all_inputs -no_clocks]
set_input_delay [expr $clk_period * $clk_io_pct] -clock clk0 $non_clock_inputs
set_output_delay [expr $clk_period * $clk_io_pct] -clock clk0 [all_outputs]
```
**/design/flow/design.v**
```verilog
module alu
(
    input  wire [3:0] ALU,       
    input  wire [7:0] A,         
    input  wire [7:0] B,         
    input  wire [7:0] P,         
    output wire [7:0] AR,        
    output reg  [7:0] AF         
);
assign AR = R[7:0];
reg  [8:0] R;
wire zero  = (R[7:0] == 8'h00);
wire sign  =  R[7];
wire cout  =  R[8];
wire oadc  = (A[7] ^ B[7] ^ 1'b1) & (A[7] ^ R[7]);  
wire osbc  = (A[7] ^ B[7] ^ 1'b0) & (A[7] ^ R[7]);  
wire cin   =  P[0];
localparam
    ORA = 4'b0000, AND = 4'b0001, EOR = 4'b0010, ADC = 4'b0011,
    STA = 4'b0100, LDA = 4'b0101, CMP = 4'b0110, SBC = 4'b0111,
    ASL = 4'b1000, ROL = 4'b1001, LSR = 4'b1010, ROR = 4'b1011,
    BIT = 4'b1100, DEC = 4'b1101, INC = 4'b1110;
always @* begin
    case (ALU)
        ORA: R = A | B;
        AND: R = A & B;
        EOR: R = A ^ B;
        ADC: R = A + B + cin;
        STA: R = A;
        LDA: R = B;
        CMP: R = A - B;
        SBC: R = A - B - !cin;
        ASL: R = {B[6:0], 1'b0};
        ROL: R = {B[6:0], P[0]};
        LSR: R = {1'b0, B[7:1]};
        ROR: R = {P[0], B[7:1]};
        BIT: R = A & B;
        DEC: R = B - 1;
        INC: R = B + 1;
    endcase
    casex (ALU)
        4'b000x, 4'b0010,
        4'b010x, 4'b111x:
                    AF = {sign,        P[6:2], zero,  P[0]};
        ADC:        AF = {sign, oadc,  P[5:2], zero,  cout};
        CMP:        AF = {sign,        P[6:2], zero, ~cout};
        SBC:        AF = {sign, osbc,  P[5:2], zero, ~cout};
        ASL, ROL:   AF = {sign,        P[6:2], zero,  B[7]};
        LSR, ROR:   AF = {sign,        P[6:2], zero,  B[0]};
        BIT:        AF = {B[7:6],      P[5:2], zero,  P[0]};
    endcase
end
endmodule
module cpu
(
    input   wire            clock,       
    input   wire            resetn,      
    input   wire            locked,      
    input   wire            intr,        
    output  wire    [15:0]  address,
    input   wire    [ 7:0]  i_data,
    output  reg     [ 7:0]  o_data,
    output  reg             we           
);
assign address = sel ? cursor : pc;
reg  [ 7:0] A           = 8'h00;     
reg  [ 7:0] X           = 8'hF0;     
reg  [ 7:0] Y           = 8'hFF;     
reg  [ 7:0] S           = 8'h00;     
reg  [ 7:0] P           = 8'h00;     
reg  [15:0] pc          = 16'h0000;  
reg  [ 4:0] T           = 5'h0;      
reg         sel         = 1'b0;      
reg  [15:0] cursor      = 16'h0000;  
reg  [ 7:0] opcode      = 8'h00;     
reg  [ 7:0] tmpb        = 8'h00;     
reg         intp        = 1'b0;      
wire [ 3:0] branch      = {P[1], P[0], P[6], P[7]};  
wire [ 7:0] azpx        = i_data + X;
wire [ 7:0] azpy        = i_data + Y;
wire [ 7:0] inx         = X + 1'b1;
wire [ 7:0] iny         = Y + 1'b1;
wire [ 7:0] dex         = X - 1'b1;
wire [ 7:0] dey         = Y - 1'b1;
wire [ 7:0] sinc        = S + 1'b1;
wire [ 7:0] cursor8     = cursor + 1'b1;
wire [ 7:0] alu_r;       
wire [ 7:0] alu_p;       
reg  [ 3:0] alu         = 4'h0;      
reg  [ 1:0] src         = 2'b0;      
wire [ 7:0] src_mux     = src == 2'b00 ? A :
                          src == 2'b01 ? X :
                          src == 2'b10 ? Y : 1'b0;
initial begin we = 1'b0; end
localparam
    RST     = 0,
    ZP      = 1,
    ZPX     = 2,
    ZPY     = 3,
    ABS     = 4,   
    ABX     = 6,   
    ABY     = 8,   
    NDX     = 10,  
    NDY     = 13,  
    REL     = 16,  
    IMM     = 17,  
    IMP     = 18,  
    WEND    = 19,
    TCK1    = 20,
    TCK2    = 21,
    BRK1    = 22,
    BRK2    = 23,
    BRK3    = 24,
    BRK4    = 25,
    BRK5    = 26,
    BRK6    = 27;
alu ALUModule
(
    .ALU    (alu),
    .A      (src_mux),
    .B      (i_data),
    .P      (P),
    .AR     (alu_r),
    .AF     (alu_p)
);
always @(posedge clock)
if (resetn == 1'b0) begin pc <= 1'b0; T <= 1'b0; sel <= 1'b0; P <= 8'h04; end
else if (locked == 1'b1)
case (T)
    RST:
    if ((intr ^ intp) && (P[2] == 1'b0)) begin T <= BRK1; intp <= intr; end
    else begin
        src <= 1'b0;  
        alu <= i_data[7:5];
        casex (i_data)
        8'bxxx_000_x1: T <= NDX;
        8'bxxx_010_x1,
        8'b1xx_000_x0: T <= IMM;
        8'bxxx_100_x1: T <= NDY;
        8'bxxx_110_x1: T <= ABY;
        8'bxxx_001_xx: T <= ZP;
        8'bxxx_011_xx,
        8'b001_000_00: T <= ABS;
        8'b10x_101_1x: T <= ZPY;
        8'bxxx_101_xx: T <= ZPX;
        8'b10x_111_1x: T <= ABY;
        8'bxxx_111_xx: T <= ABX;
        8'bxxx_100_00: T <= REL;
        8'b0xx_010_10: T <= IMP;  
        default:       T <= IMP;
        endcase
        pc     <= pc + 1'b1;
        opcode <= i_data;
        casex (i_data)
          8'h18: begin T <= RST; P[0] <= 1'b0; end
          8'h38: begin T <= RST; P[0] <= 1'b1; end
          8'h58: begin T <= RST; P[2] <= 1'b0; end
          8'h78: begin T <= RST; P[2] <= 1'b1; end
          8'hB8: begin T <= RST; P[6] <= 1'b0; end
          8'hD8: begin T <= RST; P[3] <= 1'b0; end
          8'hF8: begin T <= RST; P[3] <= 1'b1; end
          8'h98: begin T <= RST; A <= Y; P <= {Y[7], P[6:2], Y==0, P[0]}; end
          8'hA8: begin T <= RST; Y <= A; P <= {A[7], P[6:2], A==0, P[0]}; end
          8'h8A: begin T <= RST; A <= X; P <= {X[7], P[6:2], X==0, P[0]}; end
          8'hAA: begin T <= RST; X <= A; P <= {A[7], P[6:2], A==0, P[0]}; end
          8'hBA: begin T <= RST; X <= S; P <= {S[7], P[6:2], S==0, P[0]}; end
          8'h9A: begin T <= RST; S <= X; end
          8'hEA, 8'h1A, 8'h3A, 8'h5A, 8'h7A, 8'hDA, 8'hFA: T <= RST;
          8'h88: begin Y <= dey; P <= {dey[7], P[6:2], dey==0, P[0]}; end
          8'hC8: begin Y <= iny; P <= {iny[7], P[6:2], iny==0, P[0]}; end
          8'hCA: begin X <= dex; P <= {dex[7], P[6:2], dex==0, P[0]}; end
          8'hE8: begin X <= inx; P <= {inx[7], P[6:2], inx==0, P[0]}; end
          8'hA0, 8'hA4, 8'hAC, 8'hB4, 8'hBC,
                  8'hA2, 8'hA6, 8'hAE, 8'hB6, 8'hBE: alu <=   4'b0101;
          8'hE0, 8'hE4, 8'hEC: begin alu <= 4'b0110; src <=   2'h1; end
          8'hC0, 8'hC4, 8'hCC: begin alu <= 4'b0110; src <=   2'h2; end
          8'hC6, 8'hCE, 8'hD6, 8'hDE: alu <= 4'b1101;
          8'hE6, 8'hEE, 8'hF6, 8'hFE: alu <= 4'b1110;
          8'h24, 8'h2C: alu <= 4'b1100;
          8'h0A: begin A <= {A[6:0], 1'b0}; P <= {A[6], P[6:2],  A[6:0]==0,       A[7]}; T <= RST; end
          8'h2A: begin A <= {A[6:0], P[0]}; P <= {A[6], P[6:2], {A[6:0],P[0]}==0, A[7]}; T <= RST; end
          8'h4A: begin A <= {1'b0, A[7:1]}; P <= {1'b0, P[6:2],  A[7:1]==0,       A[0]}; T <= RST; end
          8'h6A: begin A <= {P[0], A[7:1]}; P <= {P[0], P[6:2], {P[0],A[7:1]}==0, A[0]}; T <= RST; end
          8'h86, 8'h8E, 8'h96: src <= 2'h1;
          8'h84, 8'h8C, 8'h94: src <= 2'h2;
        8'h08, 8'h48: begin
            sel     <= 1'b1;
            cursor  <= {8'h01, S};
            S       <= S - 1;
            we      <= 1'b1;
            o_data  <= i_data[6] ? A : {P[7:6], 2'b11, P[3:0]};
            T       <= WEND;
        end
        8'h28, 8'h68, 8'h60, 8'h40: begin
            sel     <= 1'b1;
            cursor  <= {8'h01, sinc};
            S       <= S + 1;
            alu     <= 4'b0101;  
        end
        8'b0xx_xxx10: begin alu <= {1'b1, i_data[7:5]}; end
        8'h00: begin pc <= pc + 2'h2; T <= BRK1; end
        endcase
    end
    ZP:     begin T <= IMP;   pc <= pc + 1; cursor <= {8'h00, i_data};   sel <= 1'b1; end
    ZPX:    begin T <= IMP;   pc <= pc + 1; cursor <= {8'h00, azpx};     sel <= 1'b1; end
    ZPY:    begin T <= IMP;   pc <= pc + 1; cursor <= {8'h00, azpy};     sel <= 1'b1; end
    ABS:    begin T <= ABS+1; pc <= pc + 1; cursor[ 7:0] <= i_data; end
    ABS+1:
    if (opcode == 8'h4C) begin
        T  <= RST;
        pc <= {i_data, cursor[7:0]};
    end
    else if (opcode == 8'h20) begin
        T       <= IMP;
        cursor  <= {8'h01, S};   
        S       <= S - 1'b1;     
        sel     <= 1'b1;         
        we      <= 1'b1;         
        o_data  <= pc[15:8];     
        tmpb    <= pc[7:0];      
        pc      <= {i_data, cursor[7:0]};
    end
    else    begin T <= IMP;   pc <= pc + 1; cursor[15:8] <= i_data; sel <= 1'b1; end
    ABX:    begin T <= ABX+1; pc <= pc + 1; cursor <= i_data; end
    ABX+1:  begin T <= IMP;   pc <= pc + 1; cursor <= cursor + {i_data, X}; sel <= 1'b1; end
    ABY:    begin T <= ABY+1; pc <= pc + 1; cursor <= i_data; end
    ABY+1:  begin T <= IMP;   pc <= pc + 1; cursor <= cursor + {i_data, Y}; sel <= 1'b1; end
    NDX:    begin T <= NDX+1; cursor <= azpx;    pc <= pc + 1; sel <= 1'b1; end
    NDX+1:  begin T <= NDX+2; cursor <= cursor + 1; tmpb <= i_data; end
    NDX+2:  begin T <= IMP;   cursor <= {i_data, tmpb}; end
    NDY:    begin T <= NDY+1; cursor <= i_data;  pc <= pc + 1; sel <= 1'b1; end
    NDY+1:  begin T <= NDY+2; cursor <= cursor8; tmpb <= i_data; end
    NDY+2:  begin T <= IMP;   cursor <= {i_data, tmpb} + Y; end
    REL: begin
        T <= RST;
        if (branch[ opcode[7:6] ] == opcode[5])
             pc <= pc + 1'b1 + {{8{i_data[7]}}, i_data[7:0]};
        else pc <= pc + 1'b1;
    end
    WEND: begin we <= 1'b0; sel <= 1'b0; T <= RST; end
    BRK1, BRK2: begin
        T       <= (T == BRK1) ? BRK2 : BRK3;
        o_data  <= (T == BRK1) ? pc[15:8] : pc[7:0];
        cursor  <= {8'h01, S};
        S       <= S - 1'b1;
        sel     <= 1'b1;
        we      <= 1'b1;
    end
    BRK3: begin
        T       <= BRK4;
        o_data  <= {P[7:5],   1'b1, P[3:0]};  
        P       <= {P[7:5],   1'b1, P[3],   1'b1, P[1:0]};
        cursor  <= {8'h01, S};
        S       <= S - 1'b1;
    end
    BRK4: begin T <= BRK5; we <= 1'b0;         cursor <= 16'hFFFE; end
    BRK5: begin T <= BRK6; pc[ 7:0] <= i_data; cursor <= cursor + 1'b1; end
    BRK6: begin T <= RST;  pc[15:8] <= i_data; sel <= 1'b0; end
    default: begin
        if (T == IMM) pc <= pc + 1'b1;
        T   <= RST;
        sel <= 1'b0;
        casex (opcode)
            8'b100_xxx_01,        
            8'h84, 8'h8C, 8'h94,  
            8'h86, 8'h8E, 8'h96:  
            begin T <= WEND; we <= 1'b1; sel <= 1'b1; o_data <= src_mux; end
            8'b0xx_xxx_10,  
            8'b11x_xx1_10:  
            begin T <= WEND; we <= 1'b1; sel <= 1'b1; o_data <= alu_r; P <= alu_r;  end
            8'bxxx_xxx_01: begin P <= alu_p; if (opcode[7:5] != 3'b110) A <= alu_r; end
            8'h24, 8'h2C:  begin P <= alu_p; end
            8'h6C: case (T)
                IMP:  begin T  <= TCK1; tmpb <= i_data; sel <= 1'b1; cursor <= {cursor[15:8], cursor8}; end
                TCK1: begin pc <= {i_data, tmpb}; end
            endcase
            8'h20: begin
                T       <= WEND;
                cursor  <= {8'h01, S};
                S       <= S - 1'b1;
                sel     <= 1'b1;
                we      <= 1'b1;
                o_data  <= tmpb;
            end
            8'h40: case (T)
                IMP, TCK1: begin
                    cursor  <= {8'h01, sinc};
                    S       <= S + 1;
                    sel     <= 1'b1;
                    T <= (T == IMP) ? TCK1 : TCK2;
                    if (T == IMP) P <= i_data; else pc[7:0] <= i_data;
                end
                TCK2: begin pc <= {i_data, pc[7:0]}; end
            endcase
            8'h60: case (T)
                IMP: begin
                    T       <= TCK1;
                    pc[7:0] <= i_data;
                    cursor  <= {8'h01, sinc};
                    S       <= S + 1;
                    sel     <= 1'b1;
                end
                TCK1: begin pc <= {i_data, pc[7:0]} + 1'b1; end
            endcase
            8'hA2, 8'hA6, 8'hAE, 8'hB6, 8'hBE: begin X <= alu_r; P <= alu_p; end
            8'hA0, 8'hA4, 8'hAC, 8'hB4, 8'hBC: begin Y <= alu_r; P <= alu_p; end
            8'hC0, 8'hC4, 8'hCC,
            8'hE0, 8'hE4, 8'hEC: P <= alu_p;
            8'h28: begin P <= alu_r; end
            8'h68: begin A <= alu_r; P <= alu_p; end
        endcase
    end
endcase
endmodule
```
==> results.txt <==
fresh numbers from the pnr run: area grow syn2layout=5.25%, CP peak stage delay=670 ps, # IOs=37, clk_skew=22.1 ps, Finish-stage setup viols=0, slew margin rel.=25.8%, leakage power=6.64 nW, # rows=68, vias=20819, #FFs+latches synth=125, synthesized instance count=2467, DP Cell Count=2837, CTS Hold Bufs=0, Setup Fix Bufs, Post-CTS=0, largest net degree at the start of global routing=50, period utilization=64.7%, Cell Type Count=113, fin. max-slew vios=0, initial DRC count=2838, number of nets with antenna violations after routing=0, post_cts resized=0, endpoints left unconstrained=16, Synthesis Warnings=2, Post-synth EDFFs=80, Crit path max-delay family=simple AND/OR/NAND/NOR gates, maxcap violations=0, Min Hold Slack=509 ps, CTS Buf Count=9, gpl congestion=1.13, crit-path cells=buf_2 -> buf_4 -> nand2b_1 -> nor3_2 -> a31oi_1 -> a21oi_1 -> nor2_1 -> nor3_1 -> buf_4, wire length per cell=28.8 um, Die W=191 um, crit path from=i_data[7], core box area=34800 um^2, register pins left without a clock=16, pwr/cell area=165 nW/um^2, FF-to-FF Start=pc[2], Non-Filler Instances=2853, Die Y-Extent=191 um, Final min period=4270 ps, Vias/cell=7.30, root buffer cell=clkbuf_16, Worst path slowest cell=nor3_2, clock slew at reported path FFs=80 ps, Avg Synthesized Cell Area=7.22 um^2, layout cells sized above 1=7.09%, I/O Buffers=36, status=complete, no violations, RSZ-0062 raised after global routing=no, Log Warnings=53, total grt overflow=0, chip area in the Yosys report=17800 um^2, FFs w/ async S/R, synth=0%, antenna violations before repair=0, Post-Synth Adder-Cell Area=8.32%, Die Size=36400 um^2, CP bufs+invs=3, Simple-Gate Area Share=23.7%, Mux area share=2.75%, Crit path top cell by count=buf_4, ys cells=2467, Residual DRC=0, first-pass GRT wire length=121000 um, Commonest flop=edfxtp_1, Tot Pwr=3.09 mW, crit start category=input pin, vias in the first global route=18935, Critical Path RT=6700 ps, synthesized area=17800 um^2, Setup TNS Final=0 ps, Post-Synth AOI/OAI Area=34.6%, Worst Path Arrival=4370 ps, clock tree buffer depth=2, Setup CP Type=in2reg, maximum clock rate=234 MHz, # H-tree levels=3, final hold vios=0, final WL=82100 um, crit-path max FO=29, clk ins delay skew pair=400 ps, DR pass1 iterations=12, CP Capture Type=register, Initial Utilization=51.2%, Detail Placement HPWL=60400 um, comb area leader=AND-OR/OR-AND gates, yosys xor share=6.74%, TritonCTS clock tree=built, total track usage=46.1%, Min-Delay Startpoint=P[5], hold crit path type=reg2reg, worst-margin pin slew=1100 ps, Worst VDD drop=0.000169 V
==> logic make-up after synthesis <==
| family | count (synthesis) |
|---|---|
| AND-OR/OR-AND | 923 |
| AND/OR/NAND/NOR | 869 |
| buffers and inverters | 256 |
| XOR/XNOR | 137 |
| adder cells (fa/ha/maj) | 113 |
| flip-flops | 109 |
| multiplexers | 44 |
| latches | 16 |
==> routing by layer <==
metal	routed length, um	track usage (%)	vias to the layer above	part of all wire (%)
met1	32000	63.8	9684	39
met4	4650	20.7	0	5.7
met2	33800	65.0	1628	41
li1	-	-	9199	-
met3	11700	16.9	308	14
met5	0	0	-	0
==> layout make-up <==
type                            count  area (um^2)
Tap cell                          455          569
Clock inverter                      6         68.8
Timing Repair Buffer              108          861
Antenna cell                        1         2.50
Multi-Input combinational cell   2086        13600
Sequential cell                   125         3220
Clock buffer                        9          225
Inverter                           63          236
Fill cell                        3333        16100
==> worst paths after layout <==
path / to / slack [ps] / depth (start not counted)
setup / recovery: A[4] / 2330 / 9
hold / removal: P[5] / 510 / 2
hold reg to reg: P[5] / 510 / 2
setup reg to reg: pc[14] / 2340 / 12
==> state kept, by name (all words and copies together), names as in the netlist, 8 cells and up <==
| name | cells |
|---|---|
| cursor | 16 |
| pc | 16 |
| ALUModule.R | 9 |
| A | 8 |
| S | 8 |
| X | 8 |
| Y | 8 |
| o_data | 8 |
| opcode | 8 |
| tmpb | 8 |
==> per-stage QoR <==
step / instance area (um^2) / setup slack, ps / utilization, %
after floorplan: 17800 / 2750 / -
after global placement: 18500 / 2260 / 53.0
after detailed placement: 18500 / 2170 / 53.0
after CTS: 18700 / 2510 / 53.9
after global routing: 18700 / 2130 / 53.9
final: 18700 / 2330 / 53.9
==> cell usage after synthesis (28+ instances only) <==
cell type	n	area share, %
a211oi_1	36	1.5
a21o_1	31	1.3
a21oi_1	221	6.2
a221oi_1	45	2.2
a22oi_1	31	1.3
a31oi_1	45	1.6
buf_2	40	1.1
clkbuf_1	121	2.6
dfxtp_1	29	3.3
edfxtp_1	80	13
ha_1	104	7.3
inv_1	57	1.2
nand2_1	246	5.2
nand2b_1	37	1.3
nand3_1	95	2.7
nor2_1	248	5.2
nor3_1	71	2.0
o211ai_1	28	1.2
o21ai_0	213	6.0
o22ai_1	34	1.2
xnor2_1	84	4.1
xor2_1	53	2.6
==> report_power, final <==
group          internal (mW)  switching [mW]
registers              0.812           0.127
clock network          0.297           0.301
logic                  0.545            1.01
==> cell usage in the layout (no fill, tap or decap), types with 18 or more instances in the layout <==
cell and n:
mux2i_1 22, nand3_1 95, ha_1 104, a21o_1 31, a31oi_1 45, o211ai_1 28
xor2_1 53, mux2_2 20, a221o_1 24, xnor2_1 84, a211oi_1 36, inv_1 57
and3_1 21, o221ai_1 24, o21ai_0 213, a221oi_1 45, nor3_1 70, nor2_1 248
edfxtp_1 80, a22oi_1 31, nand2b_1 37, nand4_1 19, nor2b_1 18, o22ai_1 34
o21a_1 22, a21oi_1 221, dfxtp_1 28, clkdlybuf4s50_1 28, nand2_1 245, or3_1 18
buf_4 72
==> worst register-to-register path, delay by kind of cell, from the launching register on <==
| kind | cells | cell delay [ps] |
|---|---|---|
| AND/OR/NAND/NOR | 2 | 590 |
| XOR/XNOR | 1 | 440 |
| adder cells (fa/ha/maj) | 2 | 700 |
| AND-OR/OR-AND | 7 | 1720 |
| flip-flops | 1 | 740 |
Power is estimated from default activity; no workload was simulated.
