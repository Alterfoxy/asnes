$ cat design/flow/config.mk
export PLATFORM = sky130hd
export DESIGN_NAME = ppu
export DESIGN_NICKNAME = ppu
export VERILOG_FILES = /design/flow/design.v
export SDC_FILE = /design/flow/constraint.sdc
export NUM_CORES = 4
export LEC_CHECK = 1
export CORE_UTILIZATION = 40
$ cat design/flow/constraint.sdc
current_design ppu

set clk_period 4.7
set clk_io_pct 0.2

create_clock -name clk0 -period $clk_period [get_ports {CLOCK}]

set non_clock_inputs [all_inputs -no_clocks]
set_input_delay [expr $clk_period * $clk_io_pct] -clock clk0 $non_clock_inputs
set_output_delay [expr $clk_period * $clk_io_pct] -clock clk0 [all_outputs]
$ cat design/flow/design.v
module marsohod2
(
    input   wire        clk,
    output  wire [3:0]  led,
    input   wire [1:0]  keys,
    output  wire        adc_clock_20mhz,
    input   wire [7:0]  adc_input,
    output  wire        sdram_clock,
    output  wire [11:0] sdram_addr,
    output  wire [1:0]  sdram_bank,
    inout   wire [15:0] sdram_dq,
    output  wire        sdram_ldqm,
    output  wire        sdram_udqm,
    output  wire        sdram_ras,
    output  wire        sdram_cas,
    output  wire        sdram_we,
    output  wire [4:0]  vga_r,
    output  wire [5:0]  vga_g,
    output  wire [4:0]  vga_b,
    output  wire        vga_hs,
    output  wire        vga_vs,
    input   wire        ftdi_rx,
    output  wire        ftdi_tx,
    input   wire [3:0]  k4,
    output  wire [7:0]  hex,
    output  wire [3:0]  en7
);
wire locked;
wire clock_25;
pll unit_pll
(
    .clk       (clk),
    .m25       (clock_25),
    .locked    (locked)
);
ppu PPUModule
(
    .CLOCK          (clock_25),
    .VGA_R          (vga_r[4:1]),
    .VGA_G          (vga_g[5:2]),
    .VGA_B          (vga_b[4:1]),
    .VGA_HS         (vga_hs),
    .VGA_VS         (vga_vs),
    .charmap_addr   (charmap_addr),
    .chardat_addr   (chardat_addr),
    .charmap_ppu    (charmap_ppu),
    .chardat_ppu    (chardat_ppu),
);
wire [15:0] address;            
wire [ 7:0] data_w;              
wire        charmap_we;          
wire        chardat_we;          
wire [ 7:0] charmap_cpu;         
wire [ 7:0] chardat_cpu;         
wire [ 9:0] charmap_addr;
wire [ 7:0] charmap_ppu;
wire [ 9:0] chardat_addr;
wire [ 7:0] chardat_ppu;
charmap UnitCharmap
(
    .clock     (clk),
    .address_a (address[9:0]),
    .q_a       (charmap_cpu),
    .data_a    (data_w),
    .wren_a    (charmap_we),
    .address_b (charmap_addr),
    .q_b       (charmap_ppu),
);
chardata UnitChardata
(
    .clock     (clk),
    .address_a (address[9:0]),
    .q_a       (chardat_cpu),
    .data_a    (data_w),
    .wren_a    (chardat_we),
    .address_b (chardat_addr),
    .q_b       (chardat_ppu),
);
endmodule
module ppu
(
    input   wire        CLOCK,        
    output  reg  [3:0]  VGA_R,
    output  reg  [3:0]  VGA_G,
    output  reg  [3:0]  VGA_B,
    output  wire        VGA_HS,
    output  wire        VGA_VS,
    output  reg  [9:0]  charmap_addr,
    output  reg  [9:0]  chardat_addr,
    input   wire [7:0]  charmap_ppu,
    input   wire [7:0]  chardat_ppu
);
parameter hz_visible = 640;
parameter hz_front   = 16;
parameter hz_sync    = 96;
parameter hz_back    = 48;
parameter hz_whole   = 800;
parameter vt_visible = 480;
parameter vt_front   = 10;
parameter vt_sync    = 2;
parameter vt_back    = 33;
parameter vt_whole   = 525;
assign VGA_HS = x  < (hz_back + hz_visible + hz_front);  
assign VGA_VS = y >= (vt_back + vt_visible + vt_front);  
wire        xmax = (x == hz_whole - 1);
wire        ymax = (y == vt_whole - 1);
reg  [ 9:0] x    = 0;
reg  [ 9:0] y    = 0;
wire [ 9:0] X    = x - hz_back - 64 + 16;  
wire [ 9:0] Y    = y - vt_back;            
reg  [ 7:0] mask;
always @(posedge CLOCK) begin
    x <= xmax ?         0 : x + 1;
    y <= xmax ? (ymax ? 0 : y + 1) : y;
    case (X[3:0])
    4'h0: chardat_addr <= {Y[8:4], X[8:4]};
    4'h1: charmap_addr <= {chardat_ppu[7:0], Y[3:1]};
    4'hF: mask <= charmap_ppu;
    endcase
    if (x >= hz_back && x < hz_visible + hz_back && y >= vt_back && y < vt_visible + vt_back)
    begin
        if (x >= hz_back+64 && x < hz_back+64+512)
            {VGA_R, VGA_G, VGA_B} <= mask[ 3'h7 - X[3:1] ] ? 12'hCCC : 12'h000;
        else
            {VGA_R, VGA_G, VGA_B} <= 12'h111;
    end
    else {VGA_R, VGA_G, VGA_B} <= 12'b0;
end
endmodule
$ cat design/flow/run.sh
#!/bin/bash
# OpenROAD 26Q1-2900-gdf79404cd8, Yosys 0.63+post, stock flow scripts
make -C /OpenROAD-flow-scripts/flow DESIGN_CONFIG=/design/flow/config.mk WORK_HOME=/design/flow/orfs finish
==> impl_metrics.json <==
{
  "dpl.hpwl_um": 2490,
  "setup_viol": 0,
  "drive_gt1_share_pct": 7.05,
  "async_reset_ff_share_pct": 0,
  "placed_area_mm2": 0.00278,
  "grt_max_degree": 17,
  "ys_ff": 50,
  "warnings": 31,
  "numPortBuffers": 46,
  "path_clk_slew_ps": 90,
  "wl_per_cell_um": 12.0,
  "synthToLayoutAreaGrowth_pct": 23.9,
  "critPathSlowestCell": "edfxtp_1",
  "netlist_top_cells_count": "38 x edfxtp_1, 19 x nor2_1, 13 x xor2_1",
  "diodes": 0,
  "cpPeakStageDelay_ps": 530,
  "fillers": 468,
  "postSynthCellCount": 188,
  "core_mm2": 0.00557,
  "htreeDepth": 2,
  "register_area_mm2": 0.00138,
  "clock-root-buffer": "clkbuf_8",
  "drv_cap": 0,
  "first_iter_violations": 72,
  "cts_hold_repair.buffers": 0,
  "boundaryPins": 51,
  "cp-start-kind": "flop",
  "p_total_uw": 775,
  "hold_viol": 0,
  "grt_setup_unrepaired": "false",
  "grt_pass1_wl_um": 5910,
  "gr-usage-all-layers_pct": 12.7,
  "cp_max_fo": 7,
  "antenna_found_initial": 0,
  "yosysSeqAreaShare_pct": 59.1,
  "finalClockPeriodUsage_pct": 61.6,
  "chipWidth_um": 78.4,
  "drt_wl_total_um": 3580,
  "ctsResizeCount": 0,
  "fmax_mhz": 346,
  "clock_skew_ps": 4.45,
  "dp_slack_ps": 2130,
  "clk_latency_ps": 290,
  "status": "completed",
  "die_area_mm2": 0.00615,
  "rows": 27,
  "num_vias": 1416,
  "fp_util_pct": 41.9,
  "routabilityCongestion": 0.869,
  "topCellsByArea": "edfxtp_1 49%, dfxtp_1 10%, xor2_1 4.9%",
  "via_per_inst": 4.74,
  "min_path_type": "reg -> reg",
  "drc": 0,
  "crit_type": "reg -> out",
  "peakVddDrop_mv": 0.167,
  "ys_cells": 188,
  "yosysUniqueCellTypes": 39,
  "ys_area_mm2": 0.00234,
  "cts.sink_count": 50,
  "power_density_mw_per_mm2": 268,
  "p_leak_uw": 0.00112,
  "die.size.y_um": 78.4,
  "crit_required_ps": 3760,
  "yosys.area.top_type": "edfxtp_1",
  "finalWorstSetupSlack_ps": 1810,
  "fin_cells": 299,
  "flop_cell": "edfxtp_1",
  "grt_pass1_vias": 1258,
  "avgSynthCellArea_um2": 12.4,
  "synth.top_cell.area_share_pct": 48.8,
  "syn_area_mm2": 0.00234,
  "finalCriticalPeriod_ps": 2890,
  "cts_tree": "done",
  "yosysMostFrequentCell": "edfxtp_1",
  "finalSetupTns_ps": 0,
  "ant_nets": 0,
  "clockBufferDepth": 2,
  "placed_cells": 291,
  "slew_violations": 0,
  "final_area_mm2": 0.00289,
  "cts_setup_buffers": 0,
  "cts_buffers": 5,
  "comb_area_um2": 803,
  "edf_count": 38,
  "crit_chain": "nor4_2 -> nor2b_1 -> a21boi_0 -> clkdlybuf4s50_1",
  "worstPathArrival_ps": 1950,
  "synth-warning-count": 1,
  "worstSetupEndpointType": "output port",
  "dr.pass1.iters": 4,
  "overflow": 0
}
per-layer routing:
| metal | GRT usage [%] | part of all wire (%) | up-vias |
|---|---|---|---|
| li1 | - | - | 716 |
| met1 | 21.8 | 50 | 651 |
| met2 | 16.9 | 43 | 45 |
| met3 | 3.54 | 5.5 | 4 |
| met4 | 3.15 | 1.8 | 0 |
| met5 | 0 | 0 | - |
metrics by stage:
step / util, % / hold WS, ps
2_1_floorplan: - / 406
3_3_place_gp: 49.9 / 512
3_5_place_dp: 49.9 / 528
4_1_cts: 51.9 / 549
5_1_grt: 51.9 / 570
6_report: 51.9 / 542
flip-flops by register name (all words and copies together) (netlist names):
| signal | cells |
|---|---|
| y | 10 |
| VGA_R | 2 |
| chardat_addr | 10 |
| charmap_addr | 10 |
| x | 10 |
| mask | 8 |
layout by cell type, fill, tap and decap left out, types with 2 or more instances in the layout:
| master | Yosys | routed |
|---|---|---|
| a21o_1 | 2 | 2 |
| xnor2_1 | 10 | 10 |
| ha_1 | 8 | 8 |
| nand3_1 | 6 | 6 |
| nand4_1 | 5 | 5 |
| a21oi_1 | 2 | 2 |
| nor2b_1 | 3 | 3 |
| edfxtp_1 | 38 | 38 |
| and3_1 | 6 | 6 |
| inv_1 | 7 | 7 |
| nor3b_1 | 2 | 2 |
| mux2i_1 | 5 | 5 |
| xor2_1 | 13 | 13 |
| nor2_1 | 19 | 19 |
| buf_4 | 10 | 3 |
| o21ai_0 | 2 | 2 |
| and2_1 | 2 | 2 |
| conb_1 | 1 | 3 |
| dfxtp_1 | 12 | 12 |
| clkdlybuf4s50_1 | 0 | 46 |
| nand2_1 | 9 | 9 |
| clkbuf_8 | 0 | 5 |
kinds of logic after synthesis:
family	share of synthesized area [%]
XOR/XNOR	8.62
AND/OR/NAND/NOR	14.2
buffers and inverters	6.80
flip-flops	59.1
other	0.161
AND-OR/OR-AND	3.70
adder cells (fa/ha/maj)	4.29
multiplexers	3.11
worst paths after layout:
kind	startpoint	slack [ps]	cells past startpoint	end
min reg2reg	x[0]	540	1	x[0]
max reg2reg	y[0]	2750	6	VGA_R[2]
max	y[6]	1810	4	VGA_VS
min	x[0]	540	1	x[0]
final cells by class:
class,instances,area share [%]
multi-input cells,113,27.8
flip-flops and latches,50,47.7
repair buffers,49,16.7
well taps,72,3.11
clock buffers,6,2.51
inverters,7,0.908
clock inverters,2,1.30
critical path, delay by kind of cell (launching register included):
family                 cells  cell delay [ps]
buffers and inverters      1              410
AOI/OAI and AO/OA          1              100
and+or+nand+nor            2              620
DFF                        1              530
power breakdown:
group | internal [uW] | switching (uW) | total, uW
Sequential | 470 | 0 | 470
Combinational | 10.7 | 1.43 | 12.1
Clock | 159 | 134 | 292
Total | 640 | 135 | 775
Power figures rest on the tool's default switching activity, not on a simulated workload.
